===== /design/flow/run.sh =====
#!/bin/bash
# OpenROAD 26Q1-2900-gdf79404cd8, Yosys 0.63+post, stock flow scripts
make -C /OpenROAD-flow-scripts/flow DESIGN_CONFIG=/design/flow/config.mk WORK_HOME=/design/flow/orfs finish

===== /design/flow/config.mk =====
export PLATFORM = sky130hd
export DESIGN_NAME = SNG
export DESIGN_NICKNAME = SNG
export VERILOG_FILES = /design/flow/design.v
export SDC_FILE = /design/flow/constraint.sdc
export NUM_CORES = 4
export LEC_CHECK = 1
export CORE_UTILIZATION = 30

===== /design/flow/constraint.sdc =====
current_design SNG

set clk_period 8.1
set clk_io_pct 0.2

create_clock -name clk0 -period $clk_period [get_ports {clk}]

set non_clock_inputs [all_inputs -no_clocks]
set_input_delay [expr $clk_period * $clk_io_pct] -clock clk0 $non_clock_inputs
set_output_delay [expr $clk_period * $clk_io_pct] -clock clk0 [all_outputs]

===== /design/flow/design.v =====
module PHASE_3b #(
  parameter BITSTREAM = 64
)(
  input  logic [2 : 0]          k,
  input  logic [BITSTREAM-1:0]  in_bits,
  output logic [BITSTREAM-1:0]  out_bits
);
  logic [BITSTREAM-1:0] s1, s2, s3;
  assign s1 = k[0] ? { in_bits[BITSTREAM-2:0],      in_bits[BITSTREAM-1] } : in_bits;
  assign s2 = k[1] ? { s1[BITSTREAM-3:0],           s1[BITSTREAM-1:BITSTREAM-2] } : s1;
  assign s3 = k[2] ? { s2[BITSTREAM-5:0],           s2[BITSTREAM-1:BITSTREAM-4] } : s2;
  assign out_bits = s3;
endmodule
module QUOTA #(
    parameter BITSTREAM = 64,
    parameter QUANT     = 8
)(
    input   [QUANT - 1: 0]               data,
    output  [$clog2(BITSTREAM) : 0]      quota
);
    localparam QUANT_DIV_T = QUANT - $clog2(BITSTREAM);
    initial begin
        if ((1 << $clog2(BITSTREAM) ) != BITSTREAM)  $error("Bitstream must be 2^n ");
        if (QUANT_DIV_T < 0)                         $error("Bitstream log 2 < quant log 2");
    end
    logic [QUANT : 0 ] bias_data,round_data,data_s;
    assign data_s    = {data[QUANT-1], data};
    assign bias_data = data_s + (9'd1 << (QUANT-1));
    assign round_data = bias_data + (9'd1 << (QUANT_DIV_T - 1));
    assign quota = round_data >> QUANT_DIV_T;
endmodule
module SNG #(
    parameter BITSTREAM = 64,
    parameter BASE      = 61,
    parameter STRIDE    = 17,
    parameter QUANT     = 8
)(
    input   [QUANT - 1: 0]      w_data,
    input                       clk,
    input                       rst_n,
    input                       w_valid,
    input                       r_ready,
    input                       wlast,
    output  [BITSTREAM-1 : 0]   r_bitstream
);
    logic [$clog2(BITSTREAM) : 0 ] quota_num;
    logic [BITSTREAM - 1 : 0] weyl_bit;
    logic [2:0] k;
    logic [BITSTREAM - 1 : 0] phase_bit;
    QUOTA #(
        .BITSTREAM  (BITSTREAM),
        .QUANT      (QUANT)
    ) quota_dut (
        .data   (w_data),
        .quota  (quota_num)
    );
    WEYL #(
        .BITSTREAM (BITSTREAM),
        .BASE      (BASE),
        .STRIDE    (STRIDE)
    ) weyl_dut (
        .quota_num (quota_num),
        .weyl_out  (weyl_bit)
    );
    always_ff @(posedge clk or negedge rst_n)
        if(!rst_n) k <= 0;
        else if(wlast) k <= 0; 
        else if(r_ready & w_valid) k <= k+1;
    PHASE_3b #(
        .BITSTREAM  (BITSTREAM)
    ) dut (
        .k          (k),
        .in_bits    (weyl_bit),
        .out_bits   (r_bitstream)
    );
endmodule
module WEYL #(
    parameter BITSTREAM = 64,
    parameter BASE      = 61,
    parameter STRIDE    = 17
)(
    input  unsigned [$clog2(BITSTREAM) : 0]      quota_num,
    output [BITSTREAM-1 : 0]            weyl_out
);
    logic [BITSTREAM-1 : 0 ] one_hot,quota_mask;
    assign one_hot = ({{(BITSTREAM-1){1'b0}},1'b1}) << quota_num[$clog2(BITSTREAM) - 1:0];
    assign quota_mask[BITSTREAM-1] = quota_num[$clog2(BITSTREAM)];
    genvar k;
    generate
    for (k = (BITSTREAM-1); k > 0; k = k - 1) begin
        assign quota_mask[k-1] = quota_mask[k] | one_hot[k];
    end
    endgenerate
    generate
        genvar i;
        for (i = 0; i < BITSTREAM; i++) begin : GEN_TABLE
            localparam int IDX = (BASE + (i*STRIDE)) % BITSTREAM; 
            assign weyl_out[IDX] = quota_mask[i];
        end  
    endgenerate
endmodule

==> results.txt <==
Implementation numbers.

- The number of hold buffers added after CTS reads 0.
- The post-synthesis to final-layout area growth reads 21.9%.
- The number of iterations in the first detailed-routing pass reads 43.
- The top-level I/O count is 77.
- The simple-gate share of the synthesized area reads 30.7%.
- The root buffer selected by CTS is clkbuf_16.
- The horizontal die dimension reads 129 um.
- Summing the areas of all fa, ha and maj instances in the mapped netlist gives 0.518% of the synthesized area.
- The worst hold path belongs to the class flop to flop.
- The number of pins exceeding their max-slew limit in the final report is 0.
- Overall routing resource usage recorded by global route was 26.4%.
- The instance area at placement reads 5810 um2.
- The cell-mix breakdown from Yosys lists the XOR/XNOR area share as 1.45%.
- The cell area that synthesis handed to floorplanning was 4830 um2.
- Counting flops per register, the top entry is k.
- The clock skew after layout is 0.000242 ns.
- In the synthesized netlist, the number of instances is 716.
- The number of setup buffers added after CTS reads 0.
- The largest net degree at the start of global routing is 66.
- The yosys warning tally reads 2.
- The total of buffers placed on input and output ports reads 75.
- The first global-routing pass estimated 33,900 um of wire.
- CTS built an H-tree with a depth of 1.
- After synthesis, the share of flip-flops with an asynchronous set or reset is 100%.
- Yosys shows that the main logic family after synthesis is AND-OR/OR-AND gates.
- The violation count after the first detailed-routing iteration reads 936.
- Setup repair after global routing left no endpoint under its margin.
- The core utilization at floorplan reads 30.5%.
- The sum of routed wire length over all layers reads 21,900 um.
- The ratio of routed vias to standard cells reads 6.83.
- The post-synth register bit count is 3.
- The area of the core is 15,800 um2.
- The die is 129 um tall.
- The total congestion overflow after global routing is 0.
- A synthesized cell averages 6.75 um2.
- The CTS tree reads built.
- The CTS log lists the clock sinks for this run as 3.
- The setup TNS after final layout reads 0 ns.
- The total vias in the final route is 6,617.
- The number of antenna violations at the first check in global routing is 0.
- The tally of max-capacitance violations is 0.
- Per the timing report, the biggest fanout along the worst path comes to 19.
- The required time of the critical path reads 6.48 ns.
- The maximum number of buffers from clock root to sink reads 2.
- The insertion delay of the later-clocked pin in the worst-skew pair reads 0.22 ns.
- The shortest clock period the worst path allows after layout is 7.62 ns.
- The average routed wire per standard cell reads 22.6 um.
- The static leakage power reads 1.89 nW.
- The sort of element at the end of the critical path is an output port.
- The via count of the first global-routing pass is 5,907.
- The final clock period utilization by the worst path reads 94.1%.
- The worst stage delay on the critical path reads 0.75 ns.
- Based on the critical path, the design can be clocked at up to 131 MHz.
- The endpoint arrival time on the critical path reads 6.00 ns.
- The proportion of layout cells with a drive suffix above 1 reads 14.9%.
- For reference, the top cells by area after synthesis are mux2i_1, a21oi_1, a31oi_1.
- The area of all placed cells without fillers is 5890 um2.
- The routed layout reports a DRC error count of 0.
- Per the gpl log, the routability congestion estimate is 0.985.
- The number of buffers inserted during clock tree synthesis is 3.
- The number of flip-flops under the largest register name is 3.
- The tool warning count reads 26.
- The post-route antenna net violation count reads 0.
- The flow ran to the end, and the final reports show no timing, DRC or antenna violations.
- The area of the die reads 16,600 um2.
- The antenna diode count is 0.
- The post-synthesis cell type with the largest combined area reads mux2i_1.
- The count of instantiated cells in the yosys netlist is 716.
- The kind of launch point of the worst setup path is an input port.
- The clock transition time at the flip-flop clock pins of the worst setup and hold paths reads 0.03 ns.
- The count of final setup violators is 0.
- Post-synthesis, Yosys gives the total cell area as 4830 um2.
- By instance count, the leading cell after synthesis is clkbuf_1.
- For reference, the critical path cell chain is clkdlybuf4s50_1 -> buf_4 -> and3b_1 -> nand2_1 -> a32oi_1 -> buf_4 -> o221a_2 -> nand2b_1 -> or4_4 -> a311oi_2 -> a31oi_1 -> clkdlybuf4s50_1.
- The proportion of netlist area held by the largest area contributor reads 8.08%.
- For this run, the leading register cell type out of synthesis is dfrtp_1.
- The total power divided by cell area is 120 nW/um2.
- Sorting the synthesized cells by how often they occur yields clkbuf_1, nand2_1, nor2_1.
- The registers reported with the highest flop counts are k x3.
- The transition time at the pin with the least slew margin reads 0.921 ns.
- For reference, the mux area share after synthesis is 12.3%.
- The type of the worst setup path reads input port to output port.
- The final-report hold violation count is 0.
- The sequential share of the synthesized area is 1.55%.
- The peak ir drop on the vdd network is 0.0890 mV.
- The AND-OR/OR-AND share of the synthesized area reads 44.0%.
- For this design, the slowest cell found on the critical path is clkdlybuf4s50_1.
- The post-synth count of flops with an enable pin is 0.
- The placement row count reads 46.
- According to the dpl log, the detail-placed design has an HPWL of 16,500 um.
- The post-cts resize count reads 0.
- The number of different library cells in the post-synthesis netlist reads 94.
- The total power after layout reads 706 uW.
- In this run the tightest slew margin relative to its limit is 37.8%.
[logic make-up after synthesis]
group                    count (synthesis)
AND-OR/OR-AND                          282
XOR/XNOR                                 8
adder cells (fa/ha/maj)                  2
buffers and inverters                   99
flip-flops                               3
multiplexers                            50
AND/OR/NAND/NOR                        272
[cells in the final DEF (no fill, tap or decap), types with 6 or more instances in the layout]
cell type and count:
a22oi_1 14, o21ai_0 31, xnor2_1 6, o22ai_1 6, and3_1 8, buf_4 48
o31ai_1 8, nand3_1 31, mux2i_1 39, nor2_1 46, a221oi_1 9, nor3_1 31
nand2b_1 11, a21oi_1 46, nor4_1 14, and4_1 6, a31o_2 9, o221a_2 7
inv_1 6, o21a_1 7, a32oi_1 14, o221ai_1 11, o211ai_1 9, a31oi_1 33
mux4_2 7, a41o_1 6, and2_1 7, nand2_1 49, nand4_1 26, clkdlybuf4s50_1 75
[power by group]
| group | internal [mW] | switching (mW) |
|---|---|---|
| clock network | 0.0649 | 0.0132 |
| logic | 0.296 | 0.314 |
| registers | 0.0158 | 0.00213 |
| total | 0.376 | 0.329 |
[path summary, 6_finish.rpt]
| check | startpoint | end | slack, ns | cells past startpoint |
|---|---|---|---|---|
| min in group asynchronous | rst_n | k[1]$_DFFE_PN0P_ | 1.58 | 1 |
| setup reg to reg | k[0]$_DFFE_PN0P_ | k[2]$_DFFE_PN0P_ | 6.25 | 6 |
| max in group asynchronous | rst_n | k[0]$_DFFE_PN0P_ | 6.37 | 1 |
| hold reg to reg | k[1]$_DFFE_PN0P_ | k[1]$_DFFE_PN0P_ | 0.88 | 2 |
| hold / removal | k[1]$_DFFE_PN0P_ | k[1]$_DFFE_PN0P_ | 0.88 | 2 |
| setup / recovery | w_data[4] | r_bitstream[6] | 0.48 | 12 |
[final cells by class]
type	instances	area, um2
Fill cell	1690	9940
Timing Repair Buffer	124	1130
Inverter	8	30.0
Clock buffer	4	78.8
Tap cell	216	270
Sequential cell	3	78.8
Multi-Input combinational cell	614	4300
[through the flow]
| stage | util (%) | cells | worst slack [ns] | hold WS (ns) |
|---|---|---|---|---|
| finish | 37.2 | 969 | 0.478 | 0.876 |
| global route | 37.2 | 969 | 0.319 | 0.941 |
| CTS | 37.2 | 969 | 0.579 | 0.869 |
| detailed placement | 36.7 | 965 | 0.581 | 0.858 |
| global placement | 36.7 | 965 | 0.599 | 0.859 |
| floorplan | - | 716 | 2.31 | 0.663 |
[metal layers]
layer | GRT usage [%] | vias to the layer above | wire [um]
li1 | - | 2991 | -
met1 | 38.8 | 3133 | 9240
met2 | 39.8 | 443 | 9760
met3 | 4.57 | 50 | 2390
met4 | 6.78 | 0 | 531
met5 | 0 | - | 0
[critical path, delay by kind of cell]
kind | cells | cell delay, ns
simple gates | 4 | 1.46
buf+inv | 4 | 1.69
compound gates | 4 | 1.22
Power figures rest on the tool's default switching activity, not on a simulated workload.
