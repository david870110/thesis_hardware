==> design/flow/design.v <==
module PHASE_2b #(
  parameter BITSTREAM = 64
)(
  input  logic [1 : 0]          k,
  input  logic [BITSTREAM-1:0]  in_bits,
  output logic [BITSTREAM-1:0]  out_bits
);
  logic [BITSTREAM-1:0] s1, s2;
  assign s1 = k[0] ? {in_bits[0],   in_bits[BITSTREAM-1:1]} : in_bits;   
  assign s2 = k[1] ? {s1[1:0],      s1[BITSTREAM-1:2]}      : s1;        
  assign out_bits = s2;   
endmodule
==> design/flow/run.sh <==
#!/bin/bash
# OpenROAD 26Q1-2900-gdf79404cd8, Yosys 0.63+post, stock flow scripts
make -C /OpenROAD-flow-scripts/flow DESIGN_CONFIG=/design/flow/config.mk WORK_HOME=/design/flow/orfs finish
==> design/flow/config.mk <==
export PLATFORM = sky130hd
export DESIGN_NAME = PHASE_2b
export DESIGN_NICKNAME = PHASE_2b
export VERILOG_FILES = /design/flow/design.v
export SDC_FILE = /design/flow/constraint.sdc
export NUM_CORES = 4
export LEC_CHECK = 1
export CORE_UTILIZATION = 30
==> design/flow/constraint.sdc <==
current_design PHASE_2b

set clk_period 1.5
set clk_io_pct 0.2

create_clock -name clk0 -period $clk_period

set non_clock_inputs [all_inputs -no_clocks]
set_input_delay [expr $clk_period * $clk_io_pct] -clock clk0 $non_clock_inputs
set_output_delay [expr $clk_period * $clk_io_pct] -clock clk0 [all_outputs]
==> impl_metrics.ini <==
; yosys + openroad results
[placement]
finalWeightedCongestion = 0.8038
pre_cts_slack_ns = -0.5182
port_buffers = 130
placedCellCount = 274
detailedPlacementHpwl_microns = 3812

[power]
worst_ir_drop_vdd_mv = 0.1503
powerDensity_nw_per_um2 = 291.5
leakage_nw = 1.375
power.total_w = 0.0009216

[global_routing]
grt_start_max_net_pins = 22
wire_length_of_the_first_global_routing_pass_microns = 8190
gr-usage-all-layers_pct = 19.74
grt_pass1_vias = 1628
grt_antenna_before_repair = 0
total_congestion_overflow = 0

[logic_synthesis]
netlist.top_cell.by_area = sky130_fd_sc_hd__mux4_2
biggest_area_contributors_in_the_synthesized_netlist = sky130_fd_sc_hd__mux4_2, sky130_fd_sc_hd__buf_12, sky130_fd_sc_hd__mux4_1, sky130_fd_sc_hd__buf_2, sky130_fd_sc_hd__buf_6
yosys-stat-cells = 78
ys_top_logic_family = multiplexers
cell_variety_after_synth = 5
simple_gate_area_share_pct = 0
synthesis.area_per_instance_sq_um = 20.81
synth-warning-count = 0
synthTopCellsByCount = sky130_fd_sc_hd__mux4_2, sky130_fd_sc_hd__buf_2, sky130_fd_sc_hd__buf_12, sky130_fd_sc_hd__mux4_1, sky130_fd_sc_hd__buf_6
syn-instance-count = 78
synth_sequential_area_ratio_pct = 0
syn-cell-area_sq_um = 1623
synth-adder-area-share_pct = 0
xor_xnor_area_share_pct = 0
synth_chip_area_sq_um = 1623
muxShareOfSynthArea_pct = 89.75
and_or_or_and_cells_area_fraction_pct = 0
top_area_share_pct = 83.27
synth_top_cell_by_count = sky130_fd_sc_hd__mux4_2

[final_timing]
post-route-period-util_pct = 113.8
final_hold_viol_count = 0
rsz0062_at_grt = yes
period_needed_ns = 1.707
maxSlewHeadroom_pct = 89.16
fmax_ghz = 0.5857
worst_pin_slew_ns = 0.1626
number_of_max_slew_violations_in_the_final_report = 0
setup_slack_ns = -0.2073
finalSetupViolations = 63

[routing]
num_vias = 1762
final_antenna_violating_net_count = 0
drtIter0Drc = 51
antennaDiodeCount = 0
drtPass1Iterations = 4
wl_microns = 5709
drt-wirelength-per-cell_microns = 17.95
post_drt_via_cell_ratio = 5.541
drc_errors = 0

[finish]
n_clock_buffer = 0
finalNonFillerCells = 318
syn2layout_area_growth_pct = 94.83
drive_gt1_share_pct = 76.61
seqCellArea_sq_um = 0
nFlopsAndLatches = 0

[floorplanning]
die.size.y_microns = 75.55
placeableCoreArea_sq_um = 5172
row_count = 26
die-area_sq_um = 5708
number_of_ports_placed_on_the_die_boundary = 130
die-width_microns = 75.55
core_util_floorplan_pct = 31.37

[min_path]
holdCritPathClass = in -> out

[setup_path]
cp.required_ns = 1.20
worst-path-max-fanout = 7
critical_path_arrival_ns = 1.41
critPathCaptureType = primary output
timing.critical_path.from_type = input port
timing.setup.critical_path_class = in -> out

[run_status]
violations = negative setup slack
outcome = finished with violations

[job]
warning_count = 34
max_cap_viol_count = 0
-- layer usage --
layer | GRT usage (%) | part of all wire [%] | vias to the layer above
met4 | 0.4115 | 0.35 | 0
li1 | - | - | 755
met1 | 31.86 | 43 | 897
met2 | 30.65 | 47 | 108
met5 | 3.704 | 0 | -
met3 | 4.826 | 10 | 2
-- final timing paths --
check	from	end	slack (ns)	cells after the start
worst max-delay path	k[0]	out_bits[59]	-0.21	7
worst min-delay path	k[1]	out_bits[61]	1.04	3
-- placed cells by master, fill, tap and decap left out --
cell type,n
sky130_fd_sc_hd__buf_6,28
sky130_fd_sc_hd__mux4_2,64
sky130_fd_sc_hd__clkbuf_16,2
sky130_fd_sc_hd__clkdlybuf4s15_1,3
sky130_fd_sc_hd__clkbuf_2,3
sky130_fd_sc_hd__buf_8,3
sky130_fd_sc_hd__buf_12,7
sky130_fd_sc_hd__buf_4,14
sky130_fd_sc_hd__buf_2,60
sky130_fd_sc_hd__buf_16,3
sky130_fd_sc_hd__dlygate4sd2_1,55
sky130_fd_sc_hd__clkdlybuf4s15_2,6
-- power breakdown --
group	switching [W]	internal [W]	total (W)
logic	0.000283	0.000639	0.000922
registers	0	0	0
clock network	0	0	0
-- logic make-up (layout without fill, tap and decap cells) --
logic type,count (synthesis),in the layout
mux,64,64
buf+inv,14,184
-- worst max-delay path, stage by stage --
cell,delay [ns]
sky130_fd_sc_hd__buf_16,0.13
sky130_fd_sc_hd__buf_12,0.13
sky130_fd_sc_hd__buf_12,0.12
sky130_fd_sc_hd__buf_6,0.11
sky130_fd_sc_hd__buf_6,0.10
sky130_fd_sc_hd__mux4_2,0.39
sky130_fd_sc_hd__buf_2,0.13
-- per-stage QoR --
| stage | TNS, ns | cell area, sq um | util [%] | hold WS, ns |
|---|---|---|---|---|
| final | -6.536 | 3162 | 61.13 | 1.043 |
| after global routing | -8.804 | 3162 | 61.13 | 1.077 |
| after CTS | -4.592 | 3034 | 58.66 | 1.111 |
| after detailed placement | -29.77 | 2950 | 57.04 | 1.577 |
| after global placement | -29.60 | 2950 | 57.04 | 1.556 |
| after floorplan | 0 | 1623 | - | 0.7592 |
-- area by class of cell --
cell class | instances | area (sq um)
timing repair buffer | 184 | 1633
tap | 70 | 87.58
fill | 407 | 2011
multi-input combinational | 64 | 1441
-- timing repair --
action,in CTS,in global routing
gates resized,309,18
hold buffers,0,0
cloned,4,2
endpoints found under the setup margin,64,62
buffers inserted,27,18
Power figures rest on the tool's default switching activity, not on a simulated workload.
