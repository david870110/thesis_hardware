===== flow/design.v =====
module fifo
#(
   parameter WIDTH = 32,
   parameter DEPTH = 3
)
(
    input               clk ,
    input               rst_n ,
    output              fifo_full,
    output              fifo_empty,
    input               w_valid,
    input               r_ready,
    input  [WIDTH-1:0]  data_in,
    output [WIDTH-1:0]  data_out
);
    localparam PTR_NUM_BITS = $clog2(DEPTH);
    reg [PTR_NUM_BITS : 0] drp, wrp, rdp;
    wire fifo_pop,fifo_push;
    assign fifo_pop = !fifo_empty & r_ready;
    assign fifo_push = !fifo_full & w_valid;
    assign fifo_full  = (drp == DEPTH );
    assign fifo_empty = (drp == 0); 
    always @(posedge clk or negedge rst_n) 
    begin
        if (!rst_n)
        begin
            wrp <= 'd0;
            rdp <= 'd0;
        end
        else 
        begin
            if(fifo_push)
            begin
                if(wrp < DEPTH-1)
                    wrp <= wrp + 1'b1;
                else
                    wrp <= 0;
            end
            if(fifo_pop)
            begin
                if(rdp < DEPTH-1)
                    rdp <= rdp + 1;
                else
                    rdp <= 0;
            end
        end
    end 
    always @(posedge clk or negedge rst_n) 
    begin
        if (!rst_n)
        begin
            drp <= 'd0;
        end
        else 
        begin
            if(fifo_push & !fifo_pop)
                drp <= drp + 1'b1;
            else if(!fifo_push & fifo_pop)
                drp <= drp - 1'b1;
        end
    end 
    reg [WIDTH-1:0] fifo_reg [0:DEPTH-1];
    integer i ;
    assign data_out = fifo_reg[rdp];
    always @(posedge clk or negedge rst_n) 
    begin
        if (!rst_n)
            for(i = 0;i<DEPTH;i=i+1)
                fifo_reg[i] <= 'd0;
        else 
        begin
            if(fifo_push)
                fifo_reg[wrp] <= data_in;
        end
    end 
endmodule

===== flow/run.sh =====
#!/bin/bash
# OpenROAD 26Q1-2900-gdf79404cd8, Yosys 0.63+post, stock flow scripts
make -C /OpenROAD-flow-scripts/flow DESIGN_CONFIG=/design/flow/config.mk WORK_HOME=/design/flow/orfs finish

===== flow/config.mk =====
export PLATFORM = sky130hd
export DESIGN_NAME = fifo
export DESIGN_NICKNAME = fifo
export VERILOG_FILES = /design/flow/design.v
export SDC_FILE = /design/flow/constraint.sdc
export NUM_CORES = 4
export LEC_CHECK = 1
export CORE_UTILIZATION = 40

===== flow/constraint.sdc =====
current_design fifo

set clk_period 5.4
set clk_io_pct 0.2

create_clock -name clk0 -period $clk_period [get_ports {clk}]

set non_clock_inputs [all_inputs -no_clocks]
set_input_delay [expr $clk_period * $clk_io_pct] -clock clk0 $non_clock_inputs
set_output_delay [expr $clk_period * $clk_io_pct] -clock clk0 [all_outputs]

==> changes_impl.md <==
### Changed

* Highest-delay cell along the critical path: ha_2
* Tightest Hold Check Type: flop to flop
* Die W at approximately 120 um
* Number of design-rule violations left by the first detailed-router iteration at ~190
* Fmax at ~270 MHz
* Run status: completed
* Seq share, synth at 0.5098
* Classification of the worst setup path: flop to primary output
* Switching Share at 0.3013
* Hold wc startpoint: fifo_reg[1][0]$_DFFE_PN0P_
* Crit path arrival time at 2630 ps
* Worst supply voltage drop on vdd at a little under 300 uV
* Floorplan utilization at 0.4101
* Largest net degree at the start of global routing at between 50 and 60
* Die Outline Area at around 13,000 um^2
* Final Max Slew Viols at 0
* Count of buffers from port buffering at 69
* Chip area line of the yosys report at between 5000 and 6000 um^2
* Portion of netlist area occupied by mux cells at 0.2819
* Max transition margin at 0.5146
* Buffers plus inverters on the worst setup path at 2
* Number of CTS-inserted buffers at 9
* Reg-to-reg startpoint: drp[0]$_DFFE_PN0P_
* CP max stage delay at just over 800 ps
* Type of element launching the critical path: flop
* Final Cell Area at about 6100 um^2
* Switch Pwr at approximately 1.2 mW
* Synth Register Bits at approximately 110
* Via count of the routed design at ~3,000
* Series of cell instances along the critical path: ha_2 -> buf_4 -> nand2_1 -> o21ai_0 -> clkdlybuf4s50_1
* Count of cells along the worst register-to-register path at 7
* GR met2 Demand/Resource at 0.2359
* Synth top area share at 0.5098
* Layer with the highest usage: met1
* FF-to-FF End: drp[2]$_DFFE_PN0P_
* Clock tree from TritonCTS: built
* # Cells Yosys at 359
* Pint at 2.779 mW
* Remaining routing DRC violations at 0
* Data required time of the critical path at between 4000 and 5000 ps
* Met3 capacity usage during global routing at 0.03889
* Post-detail-place hpwl at a little over 6000 um
* Met1 GRT Util at 0.2834
* Critical path peak fanout at approximately 40
* Crit. End Element: primary output
* Number of hold buffers added after cts at 0
* Total clock sinks at approximately 110
* Share of synthesized cell area in and-or and or-and compound cells at 0.08667
* Source-to-sink clock delay at the later pin of the worst-skew pair at ~340 ps
* Instance count of the mapped netlist at about 360
* Worst-margin pin slew at ~730 ps
* Part of the power in registers at 0.361
* Unrepaired setup endpoints after global routing: no
* Clock transition at path regs at ~70 ps
* Worst-case register-to-register setup slack at ~3200 ps
* Cell type contributing the most total cell area after synthesis: dfrtp_1
* Number of warnings printed during yosys synthesis at 2
* Dominant combinational family: multiplexers
* Final Hold Viols at 0
* Setup total negative slack at 0 ps
* Total Routed Length at between 9000 and 10,000 um
* Leakage power at 2.712 nW
* Count of maximum capacitance violations at 0
* Biggest area contributors in the synthesized netlist: dfrtp_1 (51%), mux2_4 (26%), a22oi_1 (4.7%), buf_12 (3.5%), o21ai_0 (3.1%)
* End point of the most critical hold path: fifo_reg[1][0]$_DFFE_PN0P_
* Setup Skew at just under 7 ps
* Final cycle utilization of the critical path at 0.6878
* Antenna violations before repair at 0
* Count of TritonRoute iterations in the first routing pass at 13
* Clock Root Buffer: clkbuf_16
* Antenna diodes at 0
* Combined global-route utilization of all metal layers at 0.1671
* Count of standard-cell rows at a little over 40
* Floorplan Core Area at 12,570 um^2
* Dominant delay contributor by cell family on the critical path: buffers and inverters
* Commonest cells after routing, fill and taps aside: dfrtp_1 (105), mux2_4 (90), clkdlybuf4s50_1 (68), nand2_1 (33)
* Distinct lib cells at 23
* Simple share at 0.03714
* Time the final worst path needs with I/O delays and setup at about 3700 ps
* Depth of the CTS H-tree at 3
* Area after detailed placement at ~5800 um^2
* Placer Congestion at 0.7915
* Chip height at 115.5 um
* Number of setup buffers added after CTS at 0
* Synthesized-area fraction occupied by xor and xnor cells at 0.005098
* Adder share at 0.02331
* Post-synthesis instance area at 5154 um^2
* Top cell excl fill/tap: dfrtp_1
* Clock tree buffer depth at 2
* Power per standard cell area at roughly 650 nW/um^2
* Part of the power in combinational logic at 0.472
* Final setup violating endpoints at 0
* Grt total ovfl at 0
* Number of logged tool warnings at 30
* Final ANT Viol Nets at 0
* Per-cell routed wire length at roughly 17 um
* Number of flip-flops in the largest register at 96
* Vias per inst at about 5.0
* Global-route wire length before repair at 16,720 um
* Post-synthesis to final-layout area growth at 19.33%
* Number of gates given a new drive strength after cts at 0
* Fraction of layout instances using a drive strength above 1 at 0.3012
* Avg Inst Size Synth at roughly 14 um^2
* Number of placed I/O pins at roughly 70
* Vias in the first global route at between 3,000 and 4,000
* Clock share of power at 0.167
* Crit path depth at 5
* Min-Delay Path Depth at 1
-- kinds of logic after synthesis --
family / Yosys count
flip-flops: 105
multiplexers: 99
AND-OR/OR-AND: 69
AND/OR/NAND/NOR: 42
buffers and inverters: 32
adder cells (fa/ha/maj): 9
XOR/XNOR: 3
-- layer usage --
| layer | up-vias | share of wire |
|---|---|---|
| met5 | - | 0 |
| met4 | 0 | 0.0082 |
| met3 | 6 | 0.048 |
| met2 | 74 | 0.43 |
| met1 | 1494 | 0.51 |
| li1 | 1409 | - |
-- cells in the mapped netlist --
cell type	instances
a21o_1	1
a22o_1	3
a22oi_1	32
and3_1	3
buf_12	9
buf_6	3
clkbuf_1	13
dfrtp_1	105
fa_1	1
ha_1	8
inv_1	7
mux2_2	9
mux2_4	90
nand2_1	33
nand3b_4	1
nor2_1	1
nor3_1	2
nor4_1	1
nor4b_1	1
o21ai_0	32
o31ai_2	1
xnor2_1	1
xor2_1	2
-- layout make-up --
class / instances / area (um^2)
repair buffers: 75 / 733.2
inverters: 7 / 26.28
multi-input cells: 222 / 2243
flip-flops and latches: 105 / 2628
fillers: 1089 / 6419
well taps: 172 / 215.2
clock buffers: 10 / 239.0
clock inverters: 6 / 65.06
-- power groups by stage --
stage                 Combinational (mW)  Clock (mW)  Sequential, mW
final                               1.88       0.663            1.44
after global routing                2.07       0.721            1.49
after CTS                           1.90       0.687            1.44
-- through the flow --
stage	setup WS [ps]	power, mW	hold WS [ps]	std cells	util
floorplan	2999	2.656	474.2	359	-
global placement	2070	3.299	489.8	581	0.4651
detailed placement	2043	3.326	491.6	581	0.4651
CTS	1664	4.025	513.0	597	0.4893
global route	1459	4.282	523.3	597	0.4893
finish	1686	3.978	508.8	597	0.4893
-- worst max-delay path by stage --
stage / from / endpoint / slack [ps]
CTS: rdp[1]$_DFFE_PN0P_ / data_out[0] / 1660
global route: rdp[0]$_DFFE_PN0P_ / data_out[22] / 1460
finish: rdp[1]$_DFFE_PN0P_ / data_out[2] / 1690
Power is estimated from default activity; no workload was simulated.
